===== design/flow/config.mk =====
export PLATFORM = sky130hd
export DESIGN_NAME = Memory
export DESIGN_NICKNAME = Memory
export VERILOG_FILES = /design/flow/design.v
export SDC_FILE = /design/flow/constraint.sdc
export NUM_CORES = 4
export LEC_CHECK = 1
export CORE_UTILIZATION = 40

===== design/flow/constraint.sdc =====
current_design Memory

set clk_period 3.4
set clk_io_pct 0.2

create_clock -name clk0 -period $clk_period [get_ports {clk}]

set non_clock_inputs [all_inputs -no_clocks]
set_input_delay [expr $clk_period * $clk_io_pct] -clock clk0 $non_clock_inputs
set_output_delay [expr $clk_period * $clk_io_pct] -clock clk0 [all_outputs]

===== design/flow/design.v =====
module Memory #(parameter addBusWidth = 32) (
    clk, rst, memR, memWR, addR, addWR, dataWR, dataR
);
    input clk, rst, memR, memWR;
    input [32 - 1 : 0] dataWR;
    input [addBusWidth - 1 : 0] addR, addWR;
    output reg [32 - 1 : 0] dataR;
    reg [32 - 1 : 0] memory [0 : addBusWidth - 1];
    integer i;
    always @(posedge clk , posedge rst) begin
        if(rst)
        begin
            for (i = 0; i < addBusWidth; i = i + 1) begin
                memory[i] <= 'b0;
            end
        end
        else if (clk & memWR) begin
            memory[addWR] <= dataWR;
        end
    end
    always @(negedge clk) begin
        if (clk & memR) begin
            dataR <= memory[addWR];
        end
    end
endmodule

===== design/flow/run.sh =====
#!/bin/bash
# OpenROAD 26Q1-2900-gdf79404cd8, Yosys 0.63+post, stock flow scripts
make -C /OpenROAD-flow-scripts/flow DESIGN_CONFIG=/design/flow/config.mk WORK_HOME=/design/flow/orfs finish

==> flow_summary.toml <==
# physical design summary
[yosys]
yosysMostFrequentCell = "dfrtp_1"
top_area_cell = "dfrtp_1"
ys_seq_share_pct = 58.4
flop_cell = "dfrtp_1"
synth.distinct_cells = 54
yosysCellCount = 3352
async_flop_share_pct = 97.0
ys_warn_count = 2
ys_chip_area_sq_um = 45500
synth.avg_cell_area_sq_um = 13.6
netlist_instances = 3352
netlist.area_leader.share_pct = 56.3
synthesis.area_sq_um = 45500
synthTopCellsByCount = "1024 x dfrtp_1, 1014 x mux2_2, 414 x a22oi_1"
area_leaders = "dfrtp_1 56%, mux2_2 25%, a22oi_1 6.8%"
ys_ff = 1056
edf_count = 32

[outcome]
status = "did not finish"
error = "[ERROR GRT-0232] Routing congestion too high. Check the congestion heatmap in the GUI."
haltStage = "global routing (5_1_grt)"

[place]
dp_slack_ns = -1.74
gp_congestion = 0.911
dp_hpwl_mm = 92.6
io_buffers = 72

[die]
io_pins = 132
fp_util_pct = 40.4
dieWidth_microns = 339
rows = 123
die-height_microns = 339

[grt]
grt_max_degree = 113

[clocking]
cts_hold_buf = 0
## cells by family after synthesis
kind of cell           share of synthesized area, %
AND-OR/OR-AND                                  8.97
buffers and inverters                          2.99
multiplexers                                   25.5
flip-flops                                     58.4
AND/OR/NAND/NOR                                4.13
## metrics by stage
| stage | cells | TNS [ns] | cell area (sq um) | hold WS, ns |
|---|---|---|---|---|
| global placement | 4949 | -780.00 | 50500 | 0.466 |
| detailed placement | 4949 | -778.91 | 50500 | 0.471 |
| floorplan | 3352 | - | 45900 | 0.449 |
| CTS | 5582 | -18.18 | 62500 | 0.426 |
## timing repair
item	4_1_cts
setup buffers	112
gates cloned	14
setup endpoints to repair	534
pin swaps	162
resized	424
