<file path="flow/config.mk">
export PLATFORM = sky130hd
export DESIGN_NAME = regFileMem
export DESIGN_NICKNAME = regFileMem
export VERILOG_FILES = /design/flow/design.v
export SDC_FILE = /design/flow/constraint.sdc
export NUM_CORES = 4
export LEC_CHECK = 1
export CORE_UTILIZATION = 50
</file>
<file path="flow/constraint.sdc">
current_design regFileMem

set clk_period 1.1
set clk_io_pct 0.2

create_clock -name clk0 -period $clk_period [get_ports {clk}]

set non_clock_inputs [all_inputs -no_clocks]
set_input_delay [expr $clk_period * $clk_io_pct] -clock clk0 $non_clock_inputs
set_output_delay [expr $clk_period * $clk_io_pct] -clock clk0 [all_outputs]
</file>
<file path="flow/design.v">
module regFileMem #( parameter
                       width = 16
                     ) (
                       read_enable,write_enable, read_data,write_data, clk,rst,
                       read_addr,write_addr
                     );
  input read_enable, write_enable, clk, rst;
  input [width - 1 : 0] write_data;
  input [2 : 0] read_addr, write_addr;
  output reg [width - 1 : 0] read_data;
  integer i;
  reg [width - 1 : 0] regFile [0 : 7];
  always @(posedge clk, posedge rst)
  begin
    if (rst == 1'b1)
    begin
      for (i = 0; i < 8; i = i + 1)
      begin
        regFile[i] <= 'b0;
      end
    end
    else if (write_enable == 1'b1)
    begin
      regFile[write_addr]
             <= write_data;
    end
  end
  always @(negedge clk)
  begin
    if (read_enable == 1'b1)
    begin
      read_data <= regFile[read_addr]
                ;
    end
    else
    begin
      read_data <= 'bz;
    end
  end
endmodule
</file>
<file path="flow/run.sh">
#!/bin/bash
# OpenROAD 26Q1-2900-gdf79404cd8, Yosys 0.63+post, stock flow scripts
make -C /OpenROAD-flow-scripts/flow DESIGN_CONFIG=/design/flow/config.mk WORK_HOME=/design/flow/orfs finish
</file>
==> flow_summary.ini <==
; flow metrics
[grt]
aggregate_global_routing_overflow = 0
grt_pass1_wl_mm = 23.6
maximum_number_of_pins_on_one_net_before_global_route_repair = 57
antenna_found_initial = 0
grt.total_usage_pct = 25.3
via_count_of_the_first_global_routing_pass = 4418

[clock_network]
htreeDepth = 4
clk_path_buf_depth = 2
holdBufCountCts = 0
cts.sink_count = 144
ctsRootBufferMaster = clkbuf_16
tritoncts_clock_tree = yes
worst_skew_pair.late_latency_ns = 0.45
tritoncts.num_buffers = 17
path_clk_slew_ns = 0.06

[logic_synthesis]
syn-instance-count = 462
async_flop_share_pct = 88.9
synth_warnings = 3
ys.flops = 144
synth_top_area_share_pct = 51.2
post_synth_num_cell_types = 36
ys_area_sq_um = 6250
top_ff_cell_synth = dfrtp_1
synth.area.top_cells = dfrtp_1, mux2_2, dfxtp_1
synthDominantAreaCellType = dfrtp_1
synth.cell_area_sq_um = 6250
syn-mean-instance-area_sq_um = 13.5
yosys.stat.seqShare_pct = 56.4
edf_count = 0
ys_cells = 462

[die]
num_io_pins = 42
die_height_um = 114
coreArea_sq_um = 12100
dieArea_sq_um = 13000
fp-utilization_pct = 51.6
rows = 40
die_width_um = 114

[setup_path]
critPathSlowestCell = mux4_2
r2r-end = read_data[0]$_DFF_N_
arrival_ns = 1.51
cp-end-kind = flip-flop
criticalPathCategory = flip-flop to flip-flop
crit_path_cell_trace = mux4_2 > mux2_2
worst_ep_required_time_ns = 0.88
cpPeakStageDelay_ns = 0.46
crit_path_max_fanout = 2
kind_of_launch_point_of_the_worst_setup_path = flip-flop
worst-r2r-cell-count = 2
timing.critical_path.from = regFile[2][0]$_DFFE_PP0P_
reg2reg_slack_ns = -0.64
timing.rr.start = regFile[2][0]$_DFFE_PP0P_

[run_status]
failed_checks = negative setup slack
status = finished with violations

[flow_run]
openroad.warnings = 45
maxCapViolCount = 0

[detailed_routing]
detail_route.first_pass.iterations = 4
detailroute.via_count = 4176
drt.antenna.violating_nets = 0
number_of_inserted_diodes = 0
wl_mm = 14.5
avgRoutedWirePerCell_um = 18.4
drtIter0Drc = 232
drc = 0
avgViaCountPerCell = 5.31

[cells_and_area]
post_route_cells_drive_above_1_share_pct = 51.4
utilization_pct = 71.4
layout.cells.non_filler = 787
synthToLayoutAreaGrowth_pct = 38.4
layout_top_cell_excl_fill_tap = dfrtp_1
leading_cell_types_in_the_layout_fill_and_taps_excluded = dfrtp_1, buf_4, mux2_2

[power_and_ir_drop]
power.leakage_nw = 3.99
internal_power_contribution_w = 0.0120
switchingPower_w = 0.00380
clockPowerShare_pct = 34.9
power_frac_comb_pct = 20.3
power_density_nw_per_um2 = 1820
power.ir.vdd_worst_mv = 1.11
power.share.sequential_pct = 44.8
netSwitchingFraction_pct = 24.1

[final_timing]
final.setup.tns_ns = -14.80
setup_ws_ns = -0.638
final_max_slew_viol_count = 0
timing_worst_slew_pin_value_ns = 0.456
fin_worst_hold_slack_ns = 0.209
total_of_endpoints_with_negative_setup_slack_in_the_final_report = 32
rsz_0062_raised_after_global_routing = true
slew_headroom_pct = 69.5
clock_skew_ns = 0.0341
timing_hold_violations_final = 0

[hold_path]
min_path_type = input port to async pin

[place]
numPortBuffers = 40
post-dp-hpwl_mm = 9.20
gpl.final_weighted_congestion = 0.819
dp.cells = 725
## logic make-up after synthesis
family	share of synthesized area, %
multiplexers	26.8
flip-flops	56.4
AND/OR/NAND/NOR	6.36
AND-OR/OR-AND	6.94
buffers and inverters	3.50
## worst max path at each step
stage / endpoint / slack, ns / cells after the start
global route: read_data[0]$_DFF_N_ / -0.66 / 2
CTS: read_data[0]$_DFF_N_ / -0.65 / 2
finish: read_data[0]$_DFF_N_ / -0.64 / 2
## power groups by stage
stage         registers, W  logic (W)  clock network [W]
CTS                0.00704    0.00311            0.00561
global route       0.00720    0.00347            0.00589
finish             0.00706    0.00320            0.00551
## critical path, delay by kind of cell, from the launching register on
kind / cells / cell delay [ns]
multiplexers: 2 / 0.72
flip-flops: 1 / 0.38
## cell type report
class / count / area [sq um]
Timing Repair Buffer: 139 / 1340
Inverter: 11 / 45.0
Sequential cell: 144 / 3540
Clock inverter: 21 / 105
Tap cell: 168 / 210
Fill cell: 832 / 3460
Multi-Input combinational cell: 278 / 2920
Clock buffer: 26 / 500
## per-stage QoR
| stage | worst slack, ns | cell area [sq um] | power, W |
|---|---|---|---|
| after floorplan | -0.701 | 6670 | 0.00898 |
| after global placement | -1.20 | 7830 | 0.0102 |
| after detailed placement | -1.22 | 7830 | 0.0103 |
| after CTS | -0.649 | 8520 | 0.0158 |
| after global routing | -0.657 | 8650 | 0.0166 |
| final | -0.638 | 8650 | 0.0158 |
## cell usage after synthesis (10+ instances only)
cell type  count
nor2_1        28
dfxtp_1       16
dfrtp_1      128
nand2_1       15
buf_2         12
inv_1         12
mux2_2       111
a21oi_1       12
o21ai_0       11
nor2b_1       10
mux2i_1       24
## per-layer routing
layer	up-vias	GRT usage, %	wire, um
li1	1974	-	-
met1	2101	39.8	6670
met2	84	39.3	6900
met3	17	5.14	652
met4	0	4.68	223
met5	-	0	0
## registers in the layout, indices dropped and copies added, names as in the netlist
| register | flops |
|---|---|
| read_data | 16 |
| regFile | 128 |
## repair_timing
item | CTS | global route
hold endpoints to repair | 0 | 0
resized | 93 | 19
endpoints found under the setup margin | 160 | 40
setup buffers | 11 | 4
pin swaps | 18 | 14
gates cloned | 1 | 0
Power is estimated from default activity; no workload was simulated.
