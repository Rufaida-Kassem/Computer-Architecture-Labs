--- flow/config.mk ---
export PLATFORM = sky130hd
export DESIGN_NAME = regFileGen
export DESIGN_NICKNAME = regFileGen
export VERILOG_FILES = /design/flow/design.v
export SDC_FILE = /design/flow/constraint.sdc
export NUM_CORES = 4
export LEC_CHECK = 1
export CORE_UTILIZATION = 40
--- flow/constraint.sdc ---
current_design regFileGen

set clk_period 1.1
set clk_io_pct 0.2

create_clock -name clk0 -period $clk_period [get_ports {clk}]

set non_clock_inputs [all_inputs -no_clocks]
set_input_delay [expr $clk_period * $clk_io_pct] -clock clk0 $non_clock_inputs
set_output_delay [expr $clk_period * $clk_io_pct] -clock clk0 [all_outputs]
--- flow/design.v ---
module regCell #(parameter width = 16) (
    clk, rst, data_in, Q, enable
  );
  input clk, rst, enable;
  input [width - 1 : 0] data_in;
  output reg [width - 1 : 0] Q;
  always @ (posedge clk, posedge rst)
    if (rst == 1'b1)
    begin
      Q <= 'b0;
    end
    else if (enable == 1'b1)
    begin
      Q <= data_in;
    end
endmodule
module x38Decoder (
    data_in, data_out
  );
  input [2 : 0] data_in;
  output [0 : 7] data_out;
  assign data_out  =
         (data_in == 3'b000 ) ? 8'b10000000 :
         (data_in == 3'b001 ) ? 8'b01000000 :
         (data_in == 3'b010 ) ? 8'b00100000 :
         (data_in == 3'b011 ) ? 8'b00010000 :
         (data_in == 3'b100 ) ? 8'b00001000 :
         (data_in == 3'b101 ) ? 8'b00000100 :
         (data_in == 3'b110 ) ? 8'b00000010 :
         (data_in == 3'b111 ) ? 8'b00000001 : 8'h00;
endmodule
module regFileGen #( parameter
                       width = 16
                     ) (
                       read_enable,write_enable, read_data,write_data, clk,rst,
                       read_addr,write_addr
                     );
  input read_enable, write_enable, clk, rst;
  input [width - 1 : 0] write_data;
  input [2 : 0] read_addr, write_addr;
  output reg [width - 1 : 0] read_data;
  wire [0 : 7] write_addr_enable;
  wire [width - 1 : 0] registersOutput [0 : 7];
  x38Decoder
    x38Decoder_dut_wr (
      .data_in (write_addr ),
      .data_out  ( write_addr_enable)
    );
  genvar i;
  generate
    for(i = 0; i < 8; i = i + 1)
	 begin:genloop
      regCell #(width)
        regCell_dut (
          .clk (clk ),
          . rst ( rst ),
          . enable ( write_addr_enable[i] & write_enable),
          .data_in (write_data ),
          .Q  ( registersOutput[i])
        );
		  end
  endgenerate
  always @(negedge clk) begin
    if (read_enable == 1'b1) begin
        read_data <= registersOutput[read_addr];
    end
    else
      begin
        read_data <= 'bz;
      end
  end
endmodule
--- flow/run.sh ---
#!/bin/bash
# OpenROAD 26Q1-2900-gdf79404cd8, Yosys 0.63+post, stock flow scripts
make -C /OpenROAD-flow-scripts/flow DESIGN_CONFIG=/design/flow/config.mk WORK_HOME=/design/flow/orfs finish
==> results_slide.txt <==
Physical Implementation Snapshot

Status
  • Run status: complete, but fails checks
  • Failing checks: setup timing

Worst setup path
  • Reg2reg start: genloop[6].regCell_dut.Q[15]
  • R2R Path End: read_data[15]
  • Worst Path Required: roughly 0.89 ns
  • Worst R2R Path Depth: 2
  • Crit end category: flop
  • CP Max Fanout: 2
  • Flop-to-flop setup slack: -0.65 ns
  • Startpoint Class: flop
  • Worst path arrival time: approximately 1.5 ns
  • Kind of critical path: reg -> reg

Route
  • Vias/cell: 5.15
  • Routed Antenna Nets: 0
  • WL/cell: between 15 and 20 µm
  • Routed WL: 16000 µm
  • Initial DRC Count: 244
  • Vias: approximately 4.4k
  • Pre-antenna DRT Iters: 4
  • Remaining DRCs: 0
  • Antenna fix cells: 0

Synth
  • Area leader, netlist: dfrtp_1
  • Post-Syn Area: 6400 µm²
  • Avg Cell Area, Syn: around 14 µm²
  • Yosys cell count: 470
  • Yosys reg bits: about 140
  • Top cells, area: dfrtp_1 50%, mux2_2 21%, dfxtp_1 5.0%
  • Flip-flops with a built-in enable: 0
  • Synth cell types: 38
  • Ys Warns: 3
  • Dominant Register Cell: dfrtp_1
  • Async set-reset flop share out of synthesis: between 80 and 90%
  • Synthesis area per yosys: approximately 6400 µm²
  • Mapped Cells: roughly 470
  • Sequential share of the synthesized area: between 50% and 60%
  • Share of the synthesized area in the top cell type: roughly half

GRT
  • Initial antenna violation count: 0
  • GRT Util Overall: a little over a fifth
  • Global route overflow: 0
  • Largest net degree at the start of global routing: 58
  • Vias in the first global route: about 4.6k
  • First-pass GRT wire length: between 20000 and 30000 µm

Clocking
  • Hold Buf Count CTS: 0
  • H-tree depth: 4
  • Clock sink count: 144
  • CTS buffer count: 17
  • Maximum clock path buffer count: 2
  • Clock Tree Root: clkbuf_16
  • Clock latency (worst-skew pair): 0.45 ns
  • CTS tree: built
  • CTS clk-pin slew, worst paths: ~0.06 ns

Timing
  • PnR worst setup slack: -0.651 ns
  • Max transition margin: about three quarters
  • Setup TNS: -16.20 ns
  • Final Hold Viols: 0
  • Final Skew: around 0.04 ns
  • Unrepaired setup endpoints after global routing: true
  • Max-slew violation count: 0
  • Tightest Pin Transition: just under 0.4 ns
  • Setup violators final: 32

Layout
  • Finished Cell Area: 9120 µm²
  • Area grow syn2layout: 42.4%
  • Most numerous logic cells after layout: 128 x dfrtp_1, 77 x buf_4, 64 x mux2_2, 64 x mux2_4, 22 x buf_12
  • Fraction of layout instances using a drive strength above 1: a little over half
  • Most numerous logic cell after layout: dfrtp_1

Die
  • Die H: 129 µm
  • Die Footprint: ~17000 µm²
  • Die Span X: between 100 and 150 µm
  • Rows: around 45
  • Initial Util: 41.5%
  • Top-level I/O count: around 42
  • Placeable Area: 15400 µm²

Pwr
  • Pwr Total: roughly 17 mW
  • Power per cell area: approximately 1800 nW/µm²
  • Sw power: approximately 4.1 mW
  • Clock power share: approximately 37%
  • Reg power frac: a little over two fifths
  • Static leakage: roughly 4.2 nW
  • Switching Share: approximately a quarter
  • Cell-internal power: between 10 and 15 mW
  • Worst vdd ir: 0.00118 V
  • Comb pwr share: between 20% and 30%

Placed design
  • Dpl ws: -1.26 ns
  • PortBufs: approximately 40
  • Cell Area, Placed: just over 8000 µm²
  • Final GP Congestion: 0.831
  • HPWL after DPL: 10000 µm

Run
  • Max Cap Violations: 0
  • Tool warning count: between 40 and 50

Worst hold path
  • Worst Hold Class: in -> async
## per-layer routing
| metal | track usage [%] | vias to the layer above | wire [µm] |
|---|---|---|---|
| li1 | - | 2023 | - |
| met1 | 34.4 | 2243 | 7560 |
| met2 | 32.5 | 96 | 7540 |
| met3 | 4.02 | 19 | 685 |
| met4 | 3.94 | 0 | 257 |
| met5 | 0 | - | 0 |
## worst max-delay path: stages, from the launching register on
cell and delay (ns):
dfrtp_1 0.38, mux4_2 0.47, mux2_4 0.28
## state kept, by name, indices dropped and copies added (netlist names)
| register | flops |
|---|---|
| genloop.regCell_dut.Q | 128 |
| read_data | 16 |
## cell type report
type                    count  area (µm²)
repair buffers            153        1530
well taps                 211         264
inverters                   6        26.3
clock buffers              22         507
clock inverters            26         161
fillers                  1163        6310
flip-flops and latches    144        3540
multi-input cells         289        3090
## logic make-up after synthesis
logic type	after synthesis	share of synthesized area [%]
compound gates	68	6.94
buf+inv	37	3.15
flops	144	55.0
mux	150	27.2
simple gates	71	7.70
## Yosys cell counts, types with 2 or more instances
master       n
inv_1        7
buf_2       17
o32a_1       2
buf_6        2
nor2_1      14
mux2_2     120
mux2i_1     18
o21ai_1      2
dfxtp_1     16
buf_4        4
a21oi_1     13
o21ai_0     23
a211o_1     10
nor3_4       2
nand4b_2     3
a211oi_1     2
nor3b_4      2
nand2_1      9
nand2b_1    12
nor3b_1     20
mux2_4       8
nor2b_1      3
nor3_1       2
dfrtp_1    128
mux4_2       4
clkbuf_1     5
o2bb2ai_1   10
o22ai_1      2
## power groups by stage
| stage | logic (mW) | registers, mW | clock network, mW |
|---|---|---|---|
| finish | 3.48 | 7.10 | 6.09 |
| global route | 3.76 | 7.23 | 6.49 |
| CTS | 3.34 | 7.08 | 6.15 |
## timing repair
action | CTS | global route
cloned | 3 | 0
setup endpoints to repair | 160 | 66
buffers inserted | 20 | 9
pin swaps | 29 | 8
gates resized | 106 | 23
endpoints found under the hold margin | 0 | 0
## metrics by stage
| stage | hold WS [ns] | utilization, % | cells |
|---|---|---|---|
| 3_5_place_dp | 0.484 | 52.1 | 774 |
| 3_3_place_gp | 0.483 | 52.1 | 774 |
| 6_report | 0.215 | 59.1 | 851 |
| 4_1_cts | 0.220 | 58.2 | 843 |
| 2_1_floorplan | 0.347 | - | 470 |
| 5_1_grt | 0.225 | 59.1 | 851 |
## how the worst max path moves through the flow
stage | start | to | slack, ns | depth (start not counted)
CTS | genloop[6].regCell_dut.Q[15] | read_data[15] | -0.65 | 2
global route | genloop[6].regCell_dut.Q[15] | read_data[15] | -0.66 | 2
finish | genloop[6].regCell_dut.Q[15] | read_data[15] | -0.65 | 2
Power and IR drop assume default switching activity.
